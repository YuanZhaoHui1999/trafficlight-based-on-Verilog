<file path="design/flow/design.v">
module  state_trans_model(
    input               sys_clk   ,         
    input               sys_rst_n ,         
    output  reg  [3:0]  state     ,         
    output  reg  [9:0]  n_time    ,         
    output  reg  [9:0]  e_time    ,         
	 output  reg  [9:0]  s_time    ,         
    output  reg  [9:0]  w_time    ,         
	 output  reg  [9:0]  nl_time    ,         
    output  reg  [9:0]  el_time    ,         
	 output  reg  [9:0]  sl_time    ,         
    output  reg  [9:0]  wl_time              
    );
parameter  TIME_LED_NSY    = 3;               
parameter  TIME_LED_NSR    = 60;               
parameter  TIME_LED_NSG    = 27;              
parameter  TIME_LED_WEY    = 3;               
parameter  TIME_LED_WER    = 60;              
parameter  TIME_LED_WEG    = 27;              
parameter  WIDTH         = 25000000;        
reg    [5:0]     time_cnt;                  
reg    [24:0]    t_count;                   
reg              clk_t;                   
always @(posedge sys_clk or negedge sys_rst_n)begin
    if(!sys_rst_n)begin
        t_count <= 25'b0;
		  clk_t <= 1'b0;
	 end
    else if (t_count < WIDTH - 1'b1)begin
        t_count <= t_count + 1'b1;
		  clk_t <=  clk_t;
	 end
    else begin
        t_count <= 25'b0;
		  clk_t <= ~ clk_t;
	 end
end 
always @(posedge clk_t or negedge sys_rst_n)begin
    if(!sys_rst_n)begin        
        state <= 4'd0;
        time_cnt <= TIME_LED_NSG ;             
    end 
    else begin
        case (state)
            4'b0000:  begin                     
				    n_time  <= time_cnt - 1'b1;     
                e_time  <= time_cnt + TIME_LED_NSY*2+TIME_LED_NSG- 1'b1 ;      
	             s_time  <= time_cnt - 1'b1;        
                w_time  <= time_cnt + TIME_LED_NSY*2+TIME_LED_NSG- 1'b1 ; 
					 nl_time  <= time_cnt + TIME_LED_NSY- 1'b1;      
                el_time  <= time_cnt + TIME_LED_NSY*2+TIME_LED_NSG+TIME_LED_WEG+TIME_LED_WEY- 1'b1 ;       
	             sl_time  <= time_cnt + TIME_LED_NSY - 1'b1;            
                wl_time  <= time_cnt + TIME_LED_NSY*2+TIME_LED_NSG+TIME_LED_WEG+TIME_LED_WEY- 1'b1 ;    
                if (time_cnt > 1)begin       
                    time_cnt <= time_cnt - 1'b1;
                    state <= state;
                end 
                else begin
                    time_cnt <= TIME_LED_NSY;  
                    state <= 4'b0001;          
						  n_time  <= TIME_LED_NSY;                 
                    e_time  <= TIME_LED_WER-TIME_LED_NSG;    
	                 s_time  <= TIME_LED_NSY;              
                    w_time  <= TIME_LED_WER-TIME_LED_NSG;    
						  nl_time  <= TIME_LED_NSY;                  
                    el_time  <= TIME_LED_WER+TIME_LED_NSY;           
	                 sl_time  <= TIME_LED_NSY;              
                    wl_time  <= TIME_LED_WER+TIME_LED_NSY; 
                end 
            end 
            4'b0001:  begin                    
                n_time  <= time_cnt - 1'b1;                 
                e_time  <= TIME_LED_NSG+TIME_LED_NSY*2+time_cnt - 1'b1;     
	             s_time  <= time_cnt - 1'b1;               
                w_time  <= TIME_LED_NSG+TIME_LED_NSY*2+time_cnt - 1'b1;  
					 nl_time  <= time_cnt- 1'b1;      
                el_time  <= time_cnt + TIME_LED_NSY+TIME_LED_NSG+TIME_LED_WEG+TIME_LED_WEY- 1'b1 ;       
	             sl_time  <= time_cnt- 1'b1;            
                wl_time  <= time_cnt + TIME_LED_NSY+TIME_LED_NSG+TIME_LED_WEG+TIME_LED_WEY- 1'b1 ;
                if (time_cnt > 1)begin
                    time_cnt <= time_cnt - 1'b1;
                    state <= state;
                end 
                else begin
                    time_cnt <= TIME_LED_NSG;  
                    state <= 4'b0010;          
						  e_time  <= TIME_LED_NSY+TIME_LED_NSG ;         
                    s_time  <= TIME_LED_NSY+TIME_LED_NSG+TIME_LED_NSR;    
	                 w_time  <= TIME_LED_NSY+TIME_LED_NSG ;                
                    n_time  <= TIME_LED_NSY+TIME_LED_NSG+TIME_LED_NSR; 
						  nl_time  <= TIME_LED_NSG;                  
                    el_time  <= TIME_LED_WER;                
	                 sl_time  <= TIME_LED_NSG;              
                    wl_time  <= TIME_LED_WER; 
                end 
            end 
            4'b0010:  begin                    
                e_time  <= TIME_LED_NSY+time_cnt - 1'b1;          
                s_time  <= TIME_LED_WER+time_cnt + TIME_LED_NSY - 1'b1;          
	             w_time  <= TIME_LED_NSY+time_cnt - 1'b1;            
                n_time  <= TIME_LED_WER+time_cnt + TIME_LED_NSY - 1'b1;
					 nl_time  <= time_cnt- 1'b1;      
                el_time  <= time_cnt+TIME_LED_NSY+TIME_LED_WEY+TIME_LED_WEG- 1'b1 ;          
	             sl_time  <= time_cnt- 1'b1;            
                wl_time  <= time_cnt+TIME_LED_NSY+TIME_LED_WEY+TIME_LED_WEG- 1'b1 ; 
                if (time_cnt > 1)begin
                    time_cnt <= time_cnt - 1'b1;
                    state <= state;
                end 
                else begin
                    time_cnt <= TIME_LED_NSY;  
                    state <= 4'b0011;          
						  e_time  <= TIME_LED_NSY;                  
                    s_time  <= TIME_LED_NSY+TIME_LED_WER;                
	                 w_time  <= TIME_LED_NSY;               
                    s_time  <= TIME_LED_NSY+TIME_LED_WER; 
						  nl_time  <= TIME_LED_NSY;                  
                    el_time  <= TIME_LED_NSY+TIME_LED_WEY+TIME_LED_WEG;                
	                 sl_time  <= TIME_LED_NSY;              
                    wl_time  <= TIME_LED_NSY+TIME_LED_WEY+TIME_LED_WEG;    
                end 
            end 
            4'b0011:  begin                    
                e_time  <= time_cnt - 1'b1;                 
                s_time  <= TIME_LED_NSR+time_cnt - 1'b1;            
	             w_time  <= time_cnt - 1'b1;            
                n_time  <= TIME_LED_NSR+time_cnt - 1'b1; 
					 el_time  <= TIME_LED_WEY+ TIME_LED_WEG+time_cnt - 1'b1;          
                sl_time  <= time_cnt - 1'b1;          
	             wl_time  <= TIME_LED_WEY+ TIME_LED_WEG+time_cnt - 1'b1;                
                nl_time  <= time_cnt - 1'b1; 
                if (time_cnt > 1)begin
                    time_cnt <= time_cnt - 1'b1;
                    state <= state;
                end 
                else begin
                    time_cnt <= TIME_LED_WEG;
                    state <= 4'b0100;           
						  n_time  <= TIME_LED_NSR;                
                    e_time  <= TIME_LED_WEG;            
	                 s_time  <= TIME_LED_NSR;               
                    w_time  <= TIME_LED_WEG; 
						  nl_time  <= TIME_LED_WER+TIME_LED_NSG+TIME_LED_NSY;                  
                    el_time  <= TIME_LED_WEY+TIME_LED_WEG;                
	                 sl_time  <= TIME_LED_WER+TIME_LED_NSG+TIME_LED_NSY;               
                    wl_time  <= TIME_LED_WEY+TIME_LED_WEG;   
                end 
            end		
	            4'b0100:  begin                    
                e_time  <= time_cnt - 1'b1;                 
                s_time  <= TIME_LED_WEY+TIME_LED_WEG+TIME_LED_WEY+time_cnt - 1'b1;            
	             w_time  <= time_cnt - 1'b1;            
                n_time  <= TIME_LED_WEY+TIME_LED_WEG+TIME_LED_WEY+time_cnt - 1'b1; 
					 el_time  <= TIME_LED_WEY+time_cnt - 1'b1;          
                sl_time  <= TIME_LED_NSR+TIME_LED_WEY+time_cnt - 1'b1;          
	             wl_time  <= TIME_LED_WEY+time_cnt - 1'b1;                
                nl_time  <= TIME_LED_NSR+TIME_LED_WEY+time_cnt - 1'b1;   
                if (time_cnt > 1)begin
                    time_cnt <= time_cnt - 1'b1;
                    state <= state;
                end 
                else begin
                    time_cnt <= TIME_LED_WEY;
                    state <= 4'b0101;           
						  n_time  <= TIME_LED_WEG+TIME_LED_WEY*2;                
                    e_time  <= TIME_LED_WEY;            
	                 s_time  <= TIME_LED_NSR;               
                    w_time  <= TIME_LED_WEY; 
						  nl_time  <= TIME_LED_NSR+TIME_LED_WEY;                  
                    el_time  <= TIME_LED_WEY;                
	                 sl_time  <= TIME_LED_NSR+TIME_LED_WEY;              
                    wl_time  <= TIME_LED_WEY;   
                end 
            end	
	            4'b0101:  begin                    
                e_time  <= time_cnt - 1'b1;           
                s_time  <= TIME_LED_WEG+TIME_LED_WEY+time_cnt - 1'b1;            
	             w_time  <= time_cnt - 1'b1;            
                n_time  <= TIME_LED_WEG+TIME_LED_WEY+time_cnt - 1'b1;   
					 el_time  <= time_cnt - 1'b1;          
                sl_time  <= TIME_LED_NSR+time_cnt - 1'b1;           
	             wl_time  <= time_cnt - 1'b1;            
                nl_time  <= TIME_LED_NSR+time_cnt - 1'b1; 
                if (time_cnt > 1)begin
                    time_cnt <= time_cnt - 1'b1;
                    state <= state;
                end 
                else begin
                    time_cnt <= TIME_LED_WEG;
                    state <= 4'b0110;           
						  n_time  <= TIME_LED_WEG+TIME_LED_WEY;                  
                    e_time  <= TIME_LED_WEG+TIME_LED_WEY+TIME_LED_WER;            
	                 s_time  <= TIME_LED_WEG+TIME_LED_WEY;               
                    w_time  <= TIME_LED_WEG+TIME_LED_WEY+TIME_LED_WER;    
						  nl_time  <= TIME_LED_WEG+TIME_LED_WEY+TIME_LED_NSY+TIME_LED_NSG;                  
                    el_time  <= TIME_LED_WEG;               
	                 sl_time  <= TIME_LED_WEG+TIME_LED_WEY+TIME_LED_NSY+TIME_LED_NSG;               
                    wl_time  <= TIME_LED_WEG;   
                end 
            end	
	            4'b0110:  begin                    
                e_time  <= time_cnt - 1'b1;                 
                s_time  <= TIME_LED_WEY+time_cnt - 1'b1;            
	             w_time  <= time_cnt - 1'b1;            
                n_time  <= TIME_LED_WEY+time_cnt - 1'b1;  
					 el_time  <= time_cnt - 1'b1;          
                sl_time  <= TIME_LED_WEY+TIME_LED_NSG+TIME_LED_NSY+time_cnt - 1'b1;          
	             wl_time  <= time_cnt - 1'b1;                
                nl_time  <= TIME_LED_WEY+TIME_LED_NSG+TIME_LED_NSY+time_cnt - 1'b1; 
                if (time_cnt > 1)begin
                    time_cnt <= time_cnt - 1'b1;
                    state <= state;
                end 
                else begin
                    time_cnt <= TIME_LED_WEY;
                    state <= 4'b0111;           
						  n_time  <= TIME_LED_WEY;                
                    e_time  <= TIME_LED_WEG+TIME_LED_WEY;            
	                 s_time  <= TIME_LED_WEY;               
                    w_time  <= TIME_LED_WEG+TIME_LED_WEY;   
						  nl_time  <= TIME_LED_WEY+TIME_LED_NSG+TIME_LED_NSY;                  
                    el_time  <= TIME_LED_WEY;                
	                 sl_time  <= TIME_LED_WEY+TIME_LED_NSG+TIME_LED_NSY;               
                    wl_time  <= TIME_LED_WEY;    
                end 
            end	
	            4'b0111:  begin                    
                e_time  <= TIME_LED_WER+time_cnt - 1'b1;             
                s_time  <= time_cnt - 1'b1;           
	             w_time  <= TIME_LED_WER+time_cnt - 1'b1;             
                n_time  <= time_cnt - 1'b1;
					 el_time  <= time_cnt - 1'b1;         
                sl_time  <= TIME_LED_NSY+TIME_LED_NSG+time_cnt - 1'b1;          
	             wl_time  <= time_cnt - 1'b1;              
                nl_time  <= TIME_LED_NSY+TIME_LED_NSG+time_cnt - 1'b1;  
                if (time_cnt > 1)begin
                    time_cnt <= time_cnt - 1'b1;
                    state <= state;
                end 
                else begin
                    time_cnt <= TIME_LED_NSG;
                    state <= 4'b0000;           
						  n_time  <= TIME_LED_NSG;                
                    e_time  <= TIME_LED_WER;            
	                 s_time  <= TIME_LED_NSG;               
                    w_time  <= TIME_LED_WER; 
						  nl_time  <= TIME_LED_NSG+TIME_LED_NSY;                  
                    el_time  <= TIME_LED_WER+TIME_LED_NSY+TIME_LED_NSG;                
	                 sl_time  <= TIME_LED_NSG+TIME_LED_NSY;               
                    wl_time  <= TIME_LED_WER+TIME_LED_NSY+TIME_LED_NSG;   
                end 
            end				
            default: begin
                state <= 4'b0;
                time_cnt <= TIME_LED_NSG;
				    n_time  <= TIME_LED_NSG;                 
                e_time  <= TIME_LED_WER;               
	             s_time  <= TIME_LED_NSG;              
                w_time  <= TIME_LED_WER;  
					 nl_time  <= TIME_LED_NSG+TIME_LED_NSY;              
                el_time  <= TIME_LED_WER+TIME_LED_NSY+TIME_LED_NSG;    
	             sl_time  <= TIME_LED_NSG+TIME_LED_NSY;               
                wl_time  <= TIME_LED_WER+TIME_LED_NSY+TIME_LED_NSG;   
            end 
        endcase
    end 
end                 
endmodule
</file>
<file path="design/flow/run.sh">
#!/bin/bash
# OpenROAD 26Q1-2900-gdf79404cd8, Yosys 0.63+post, stock flow scripts
make -C /OpenROAD-flow-scripts/flow DESIGN_CONFIG=/design/flow/config.mk WORK_HOME=/design/flow/orfs finish
</file>
<file path="design/flow/constraint.sdc">
current_design state_trans_model

set clk_period 4.5
set clk_io_pct 0.2

create_clock -name clk0 -period $clk_period [get_ports {sys_clk}]

set non_clock_inputs [all_inputs -no_clocks]
set_input_delay [expr $clk_period * $clk_io_pct] -clock clk0 $non_clock_inputs
set_output_delay [expr $clk_period * $clk_io_pct] -clock clk0 [all_outputs]
</file>
<file path="design/flow/config.mk">
export PLATFORM = sky130hd
export DESIGN_NAME = state_trans_model
export DESIGN_NICKNAME = state_trans_model
export VERILOG_FILES = /design/flow/design.v
export SDC_FILE = /design/flow/constraint.sdc
export NUM_CORES = 4
export LEC_CHECK = 1
export CORE_UTILIZATION = 50
</file>
==> impl_metrics.tcl <==
# flow metrics
set metrics [dict create \
    worstPathCellList "nand3_1 > nor3_1 > o311ai_0 > a32o_1 > nor2b_1 > buf_4 > xor2_1" \
    rrSetupSlack_ns 2.19 \
    first_global_vias 5822 \
    synth_area_per_cell_um2 8.50 \
    synth_area_um2 6860 \
    diodes 0 \
    drv_slew 0 \
    dieArea_um2 14200 \
    crit_type "reg2reg" \
    relSlewSlack 0.417 \
    start_kind "flop" \
    untimed_endpoints 192 \
    worst_pin_slew_ns 0.875 \
    post-cts-setup-buffers 0 \
    grt_overflow 0 \
    first_pass_iters 5 \
    crit_path_top_delay_cell "nor2b_1" \
    hold_slack_ns 0.468 \
    path_clk_slew_ns 0.06 \
    cp-end-kind "flop" \
    ys_cells 807 \
    fp.dieW_um 119 \
    vias 6270 \
    timing.setup.tns_ns 0 \
    pin_count 86 \
    drt_iter0_drc 566 \
    cp.depth 7 \
    ant_nets 0 \
    syn_inst 807 \
    status "complete, no violations" \
    core_util_floorplan 0.516 \
    fin_util 0.570 \
    startpoint "t_count[2]" \
    holdCritPathClass "reg2reg" \
    clock_path_buffers 2 \
    regToRegEndpoint "clk_t" \
    grt_use_total 0.308 \
    syn2layout_area_growth_pct 10.4 \
    yosys.stat.seqShare 0.347 \
    viasPerCell 6.33 \
    setup_violations 0 \
    min_period_over_period 0.514 \
    synth-edff-count 50 \
    dpl_cell_area_um2 7480 \
    fin_crit_ns 2.31 \
    power.leakage_nw 2.82 \
    cp_num_buf_inv 1 \
    grt_max_degree 60 \
    avgRoutedWirePerCell_um 20.8 \
    die_y_um 119 \
    slowest_delay_ns 0.62 \
    yosys.cell_types.count 85 \
    final_hold_viol_count 0 \
    ir_drop_mv 0.281 \
    placed_cells_incl_taps 987 \
    async_reset_ff_frac 0.412 \
    drcViolationCount 0 \
    yosysWarnings 1 \
    drive_gt1_frac 0.0552 \
    ctsHoldBuffers 0 \
    cp.required_ns 4.68 \
    h-tree-depth 1 \
    portBuffers 84 \
    grt_pass1_wl_um 32500 \
    max_freq_ghz 0.432 \
    cts_resized 0 \
    warnings 39 \
    placementRows 42 \
    synth-main-ff-cell "edfxtp_1" \
    critPathCapture "clk_t" \
    wirelength_um 20700 \
    yosys_area_um2 6860 \
    fin_cells 991 \
    antenna_found_initial 0 \
    clkLatencyLatePin_ns 0.25 \
    tritoncts "yes" \
    stdcell_area_um2 7570 \
    crit_arrival_ns 2.49 \
    fp.coreArea_um2 13300 \
    unclocked_regs 59 \
    numCtsBuffers 3 \
    critical-path-top-delay-family "simple AND/OR/NAND/NOR gates" \
    ys_ff 85 \
    rsz0062_at_grt "false" \
    r2r_cells 7 \
    crit_path_max_fanout 15 \
    gp_congestion 0.970 \
    r2r_start "t_count[2]" \
    hpwl_um 14700 \
    cts-root-buf "clkbuf_16" \
    maxCapViolations 0 \
    fin_skew_ns 0.00231 \
    nFillCells 1149 \
    p_per_area_nw_per_um2 61.2 \
]
[stage by stage]
stage / worst slack [ns] / power [mW]
floorplan: 2.55 / 0.245
global placement: 2.30 / 0.260
detailed placement: 2.22 / 0.261
CTS: 2.18 / 0.467
global route: 1.96 / 0.479
finish: 2.19 / 0.463
[final cells by class]
cell class | count | area [um^2] | share of cell area
Clock buffer | 4 | 88.8 | 0.0117
Inverter | 15 | 56.3 | 0.00743
Multi-Input combinational cell | 613 | 3880 | 0.513
Sequential cell | 85 | 2380 | 0.315
Tap cell | 176 | 220 | 0.0291
Timing Repair Buffer | 98 | 943 | 0.125
[state kept, by name, indices dropped and copies added, names as in the netlist]
signal    count
t_count      25
e_time       10
n_time       10
nl_time      10
s_time       10
wl_time      10
time_cnt      6
state         3
clk_t         1
[metal layers]
| metal | track usage | vias to the layer above | part of all wire |
|---|---|---|---|
| met2 | 0.426 | 379 | 0.42 |
| met1 | 0.503 | 2917 | 0.45 |
| met5 | 0 | - | 0 |
| met3 | 0.0724 | 36 | 0.10 |
| li1 | - | 2938 | - |
| met4 | 0.0807 | 0 | 0.027 |
[Yosys cell counts (8+ instances only)]
cell	n	share of area
clkbuf_1	24	0.013
xnor2_1	46	0.059
o22ai_1	16	0.015
nand2_1	78	0.043
o211ai_1	8	0.0088
nand2b_1	10	0.0091
nor4_1	8	0.0073
a31oi_1	12	0.011
nor2_1	86	0.047
dfrtp_1	31	0.11
buf_4	35	0.038
ha_1	17	0.031
a21oi_1	53	0.039
inv_1	14	0.0077
buf_2	24	0.018
nand3_1	36	0.026
nor3_1	17	0.012
xor2_1	23	0.029
o21ai_0	50	0.036
edfxtp_1	50	0.22
[report_power, final]
group          switching (mW)  total, mW  internal (mW)
Clock                  0.0725      0.208          0.136
Combinational          0.0138     0.0149        0.00113
Sequential                  0      0.240          0.240
[worst min path at each step]
stage            to  cells past startpoint  slack [ns]   from
finish        clk_t                      1        0.47  clk_t
global route  clk_t                      1        0.48  clk_t
CTS           clk_t                      1        0.47  clk_t
[cells in the final DEF (no fill, tap or decap), types with 6 or more instances in the layout]
| cell type | Yosys | layout |
|---|---|---|
| nor2_1 | 86 | 86 |
| nor2b_1 | 7 | 7 |
| o21ai_0 | 50 | 50 |
| or3_1 | 7 | 7 |
| nor3_1 | 17 | 17 |
| o22ai_1 | 16 | 16 |
| a32oi_1 | 6 | 6 |
| dfrtp_1 | 31 | 31 |
| a31oi_1 | 12 | 12 |
| a22oi_1 | 6 | 6 |
| nor4_1 | 8 | 8 |
| nand2_1 | 78 | 78 |
| a21o_1 | 6 | 6 |
| clkdlybuf4s50_1 | 0 | 83 |
| edfxtp_1 | 50 | 50 |
| xor2_1 | 23 | 23 |
| nand3_1 | 36 | 36 |
| o31ai_1 | 7 | 7 |
| buf_4 | 35 | 15 |
| inv_1 | 14 | 14 |
| xnor2_1 | 46 | 46 |
| o211ai_1 | 8 | 8 |
| a21oi_1 | 53 | 53 |
| nand2b_1 | 10 | 10 |
| nand4_1 | 7 | 7 |
| ha_1 | 17 | 17 |
[cells by family after synthesis]
family                     synth area share
buffers and inverters                0.0866
and+or+nand+nor                       0.202
adders and majority gates            0.0310
AOI/OAI and AO/OA                     0.229
muxes                               0.00894
DFF                                   0.347
other                              0.000547
xor gates and xnor gates             0.0945
[worst reg2reg max path, stage by stage (launching register included)]
cell and delay (ns):
dfrtp_1 0.44, nand3_1 0.13, nor3_1 0.13, o311ai_0 0.16
a32o_1 0.27, nor2b_1 0.62, buf_4 0.34, xor2_1 0.15
No activity file was given, so power comes from the tool's default toggle rates.
