## ./run.sh

```bash
#!/bin/bash
# OpenROAD 26Q1-2900-gdf79404cd8, Yosys 0.63+post, stock flow scripts
make -C /OpenROAD-flow-scripts/flow DESIGN_CONFIG=/design/flow/config.mk WORK_HOME=/design/flow/orfs finish
```

## ./config.mk

```make
export PLATFORM = sky130hd
export DESIGN_NAME = led_module
export DESIGN_NICKNAME = led_module
export VERILOG_FILES = /design/flow/design.v
export SDC_FILE = /design/flow/constraint.sdc
export NUM_CORES = 4
export LEC_CHECK = 1
export CORE_AREA = 10 10 78 78
export DIE_AREA = 0 0 88 88
```

## ./constraint.sdc

```tcl
current_design led_module

set clk_period 1.2
set clk_io_pct 0.2

create_clock -name clk0 -period $clk_period [get_ports {sys_clk}]

set non_clock_inputs [all_inputs -no_clocks]
set_input_delay [expr $clk_period * $clk_io_pct] -clock clk0 $non_clock_inputs
set_output_delay [expr $clk_period * $clk_io_pct] -clock clk0 [all_outputs]
```

## ./design.v

```verilog
module led_module (
    input              sys_clk   ,        
    input              sys_rst_n ,        
    input       [3:0]  state     ,        
    input       [3:0]  key       ,
    output reg  [23:0]  led               
);
parameter  Yellow_Count = 20000;      
reg    [24:0]     count;                    
always @(posedge sys_clk or negedge sys_rst_n)begin                                  
    if(!sys_rst_n)                                                                   
        count <= 25'b0;                                                                
    else if (count < Yellow_Count - 1'b1)                                                                                                        
        count <= count + 1'b1;                                                                                                                                                                                                                                                             
    else                                                                             
        count <= 25'b0;                                                                
end                                                                                  
always @(posedge sys_clk or negedge sys_rst_n)begin                                  
    if(!sys_rst_n)                                                                   
        led <= 24'b100_100_100_100_100_100_100_100;
    else if(key[0] == 1'b0)
        led <= 24'b010_100_010_100_100_100_100_100;
	 else if(key[1] == 1'b0)
        led <= 24'b100_010_100_010_100_100_100_100;
	 else if(key[2] == 1'b0)
        led <= 24'b001_001_001_001_001_001_001_001;
    else begin                                                                       
        case(state)                                                                   
            4'b0000: led <= 24'b010_100_010_100_100_100_100_100;   
            4'b0001: led <= 24'b001_100_001_100_100_100_100_100; 
            4'b0010: led <= 24'b100_100_100_100_010_100_010_100;
            4'b0011: led <= 24'b100_100_100_100_001_100_001_100;
				4'b0100: led <= 24'b100_010_100_010_100_100_100_100;
				4'b0101: led <= 24'b100_001_100_001_100_100_100_100;
            4'b0110:	led <= 24'b100_100_100_100_100_010_100_010;
            4'b0111:	led <= 24'b100_100_100_100_100_001_100_001; 
            default: led <= 24'b010_100_010_100_100_100_100_100;                                                  
        endcase                                                                      
    end                                                                              
end  
endmodule             
```

==> results.ini <==
[critical_path]
critPathCaptureType = output port
critical-path-slowest-cell = sky130_fd_sc_hd__dfstp_2
worstSetupStartpointType = flop
critical_path_cell_sequence = clkdlybuf4s15_1
critical_path.top_delay_family = flip-flops
crit_type = reg -> out
worst-path-buf-inv = 1
crit_arrival_ps = 930
worst_path_largest_cell_delay_ps = 530
worst_ep_required_time_ps = 960
path_max_fanout = 2

[place]
dpl.hpwl_microns = 1360
place.gp.congestion = 0.916
placement.io_buffers = 32
placed_area_sq_um = 916

[final_timing]
timing.slew.headroom_pct = 84.5
period_needed_ps = 1170
timing.final.hold_violations = 0
post_layout_period_usage_pct = 97.3
timing.fmax_mhz = 857
report.final.slew_viol_count = 0
setup_viol_count_final = 0
hold_ws_ps = 311
slew_at_the_pin_with_the_worst_max_slew_slack_ps = 233
setup_total_negative_slack_ps = 0
grt_setup_unrepaired = false

[cells_and_area]
final_design_area_no_fill_sq_um = 917
sequential_cell_area_sq_um = 305
largest_register = led
largest_register_ffs = 12
fill_cell_count = 465
final-comb-area_sq_um = 176
largest_registers_in_the_final_layout = led (12)
layout_cell_share_with_drive_strength_beyond_1_pct = 28.9
syn_to_final_growth_pct = 59.3

[global_route]
number_of_global_route_vias_before_repair = 514
grt_first_pass_wirelength_microns = 2460
grt-ovfl-total = 0
number_of_antenna_violations_at_the_first_check_in_global_routing = 0
pin_count_of_the_biggest_net_entering_global_routing = 13
grt.total_usage_pct = 3.89

[logic_synthesis]
synthesis.yosys.warnings = 1
yosys_register_bits = 12
yosys.cell_count.top_type = sky130_fd_sc_hd__buf_4
synth-area-yosys_sq_um = 576
synth-cells-yosys = 54
synth-main-ff-cell = sky130_fd_sc_hd__dfrtp_1
synth.area.top_cells = sky130_fd_sc_hd__dfrtp_1, sky130_fd_sc_hd__dfstp_2, sky130_fd_sc_hd__buf_4
syn-instance-count = 54
netlist.top_cell.by_area = sky130_fd_sc_hd__dfrtp_1
synth-edff-count = 0
synth-seq-area-share_pct = 53.0
synth_cell_type_count = 18
synthesized_area_sq_um = 576
postSynthAreaPerCell_sq_um = 10.7
list_of_most_frequent_post_synthesis_cells = sky130_fd_sc_hd__buf_4, sky130_fd_sc_hd__dfrtp_1, sky130_fd_sc_hd__a21oi_1, sky130_fd_sc_hd__dfstp_2, sky130_fd_sc_hd__nand2_1
synth_top_area_share_pct = 34.8
async_reset_ff_share_pct = 100

[drt]
num_antenna_cells = 0
drt-vias-per-instance = 3.45
detail_route.iter0.violations = 6
final_antenna_net_count = 0
routed_wire_length_per_instance_microns = 11.5
route.vias.total = 466
route.detailed.drc = 0
detailedRoute.firstPassIterationCount = 4
wl_microns = 1550

[min_path]
hold_crit_class = in -> async

[floorplanning]
die_area_sq_um = 7740
number_of_rows_in_the_core_area = 24
placeable_core_area_sq_um = 4410
die_h_microns = 88
die.size.x_microns = 88
fp_util_pct = 13.0
design.portCount = 34

[clocking]
cts_num_sinks = 12
cts_tree = built
clkTransAtPathRegs_ps = 40
cts-htree-levels = 1
clock_path_buffers = 2
clk_root_buffer_cell = sky130_fd_sc_hd__clkbuf_8
number_of_buffers_created_by_cts = 3
ctsHoldBuffers = 0

[run]
max_cap_violations = 0
openroad.warnings = 26

[pwr]
ir_drop_v = 0.000257
total_leakage_power_nw = 0.473
powerDensity_nw_per_um2 = 997

[run_status]
outcome = finished, final reports clean

## routing by layer
layer  up-vias  global-route usage [%]  routed length (microns)
met1       212                    4.60                      604
met5         -                       0                        0
li1        229                       -                        -
met2        23                    6.48                      706
met4         0                    1.45                       41
met3         2                    1.22                      200
## power by group
group,switching [mW],internal (mW)
Combinational,0.0544,0.0840
Sequential,0.00967,0.430
Clock,0.118,0.219
Total,0.182,0.732
## cell usage in the layout, fill, tap and decap left out, types with 2 or more instances in the layout
cell type                         Yosys  layout
sky130_fd_sc_hd__dlymetal6s2s_1       0       3
sky130_fd_sc_hd__nand2_1              4       4
sky130_fd_sc_hd__clkbuf_2             0       7
sky130_fd_sc_hd__dlygate4sd2_1        0      16
sky130_fd_sc_hd__dfstp_2              4       4
sky130_fd_sc_hd__buf_4               13       7
sky130_fd_sc_hd__clkdlybuf4s50_1      0       5
sky130_fd_sc_hd__dfrtp_1              8       8
sky130_fd_sc_hd__nand3b_1             3       3
sky130_fd_sc_hd__a21oi_1              4       4
sky130_fd_sc_hd__nor3_1               3       3
sky130_fd_sc_hd__nand3_1              3       3
sky130_fd_sc_hd__clkbuf_8             0       3
sky130_fd_sc_hd__a21boi_1             2       2
sky130_fd_sc_hd__o21ai_0              2       2
## worst max-delay path by stage
stage / startpoint / end / slack (ps) / cells after the start
CTS: led[8]$_DFF_PN1_ / led[8] / 9 / 1
global route: led[11]$_DFF_PN1_ / led[11] / 7 / 1
finish: led[11]$_DFF_PN1_ / led[11] / 30 / 1
## area by class of cell
cell class | instances | share of cell area [%]
sequential | 12 | 33.3
tap | 52 | 7.09
timing repair buffer | 39 | 35.5
inverter | 1 | 0.409
multi-input combinational | 28 | 19.2
clock buffer | 3 | 4.50
## kinds of logic (layout without fill, tap and decap cells)
group / count (synthesis) / count (layout) / share of synthesized area, %
AND-OR/OR-AND: 10 / 10 / 10.9
buffers and inverters: 14 / 43 / 17.6
flip-flops: 12 / 12 / 53.0
AND/OR/NAND/NOR: 18 / 18 / 18.5
## per-stage QoR
stage	std cells	power (mW)	worst slack [ps]	util, %
2_1_floorplan	54	0.493	301	-
3_3_place_gp	132	0.609	-219	20.7
3_5_place_dp	132	0.612	-235	20.7
4_1_cts	135	0.936	9.26	21.2
5_1_grt	135	0.966	6.82	20.8
6_report	135	0.915	32.6	20.8
## timing repair
| item | 4_1_cts | 5_1_grt |
|---|---|---|
| endpoints found under the setup margin | 24 | 16 |
| setup buffers | 0 | 0 |
| cloned | 0 | 0 |
| resized | 32 | 12 |
Power and IR drop assume default switching activity.
